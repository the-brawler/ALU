===== /design/flow/config.mk =====
export PLATFORM = sky130hd
export DESIGN_NAME = AND
export DESIGN_NICKNAME = AND
export VERILOG_FILES = /design/flow/design.v
export SDC_FILE = /design/flow/constraint.sdc
export NUM_CORES = 4
export LEC_CHECK = 1
export CORE_AREA = 10 10 70 70
export DIE_AREA = 0 0 80 80

===== /design/flow/constraint.sdc =====
current_design AND

set clk_period 1.0
set clk_io_pct 0.2

create_clock -name clk0 -period $clk_period

set non_clock_inputs [all_inputs -no_clocks]
set_input_delay [expr $clk_period * $clk_io_pct] -clock clk0 $non_clock_inputs
set_output_delay [expr $clk_period * $clk_io_pct] -clock clk0 [all_outputs]

===== /design/flow/design.v =====
module AND(A, B, Output);
input[31:0]A;
input[31:0]B;
output reg[31:0]Output;
always@(A, B)
         Output = A & B;
endmodule

===== /design/flow/run.sh =====
#!/bin/bash
# OpenROAD 26Q1-2900-gdf79404cd8, Yosys 0.63+post, stock flow scripts
make -C /OpenROAD-flow-scripts/flow DESIGN_CONFIG=/design/flow/config.mk WORK_HOME=/design/flow/orfs finish

==> out/summary.rpt <==
STA
------------------------------------------------------------------------------
Hold Violations, Final                                                       0
Share of the clock period used by the worst path after layout           0.8923
Slew HR                                                                 0.9613
Final critical delay including setup and external delays             0.8923 ns
Upper clock frequency limit                                           1121 MHz
Slew at the pin closest to its max-slew limit                       0.05811 ns
RSZ-0062 raised after global routing                                     false
Number of max-slew violations in the final report                            0
Final critical-path setup slack                                      0.1077 ns
Final setup TNS                                                           0 ns
Final number of setup-violating endpoints                                    0

ROUTE
------------------------------------------------------------------------------
Residual DRC count                                                           0
Antenna Nets Post-Route                                                      0
Initial DRC Count                                                            1
Vias                                                                       557
Diodes inserted                                                              0
Average wire per cell in the routed design                            12.76 um
Final wirelength                                                       2221 um
1st-pass router iterations                                                   2
Via density                                                              3.201

SETUP PATH
------------------------------------------------------------------------------
Crit path max-delay family                                        buffers and inverters
Cells traversed along the worst timing path                       dlygate4sd2_1 > and2_1 > buf_2
Crit path launch type                                               input port
WS Path Type                                                         in -> out
Setup crit end kind                                                output port
Worst Path Buf+Inv                                                           2
Cell type of the slowest stage on the worst timing path           sky130_fd_sc_hd__dlygate4sd2_1
Max stage delay on crit path                                           0.23 ns
Required time at the endpoint of the critical path                     0.80 ns
Arrival @ worst endpoint                                               0.69 ns
Highest fanout seen on the critical path                                     1

FLOORPLANNING
------------------------------------------------------------------------------
Die span in y                                                            80 um
Ports placed on the boundary                                                96
Total core area                                                   0.003416 sq mm
Chip footprint                                                    0.006400 sq mm
Overall die width                                                        80 um
FP Core Util                                                           0.05861
Placement row count                                                         21

PLACE
------------------------------------------------------------------------------
Count of input and output buffers                                           96
Post-detailed-placement half-perimeter wirelength                      2214 um
Post-placement worst setup slack                                    -0.4681 ns
Placer congestion estimate                                              0.8000
Cell Area, Placed                                                 0.001219 sq mm

SYNTHESIS
------------------------------------------------------------------------------
Synth Instances                                                             32
Count of instantiated cells in the yosys netlist                            32
Sequential area share after synthesis                                        0
Yosys synthesis warning count                                                1
Number of different library cells in the post-synthesis netlist              1
Post-synthesis area per instance                                   6.256 sq um
Cell area after synthesis                                          200.2 sq um
Total cell area reported by yosys after synthesis                  200.2 sq um

CELLS AND AREA
------------------------------------------------------------------------------
Highest-count logic cell in the final layout                      sky130_fd_sc_hd__dlygate4sd2_1
Area grow syn2layout                                                    390.0%
Clock tree buffer count of the final layout                                  0
Flip-flops                                                                   0
Total area of sequential cells                                         0 sq um
Total non-filler cell area in the finished layout                  980.9 sq um
Ratio of cells with drive above 1 in the final layout                   0.2578
Most numerous logic cells after layout                            sky130_fd_sc_hd__dlygate4sd2_1 (64), sky130_fd_sc_hd__buf_2 (32), sky130_fd_sc_hd__and2_1 (31), sky130_fd_sc_hd__and2_4 (1)
Number of inserted filler cells in the final layout                        431

GLOBAL ROUTE
------------------------------------------------------------------------------
Remaining Overflow, GRT                                                      0
Wire length of the first global-routing pass                           3049 um
Number of global-route vias before repair                                  637
Initial antenna violation count                                              0
Gr usage total                                                         0.05888
Largest net degree at the start of global routing                            2

PWR
------------------------------------------------------------------------------
Leakage dissipation                                               0.0005764 uW
Final Power                                                           247.9 uW
IR Drop Worst-Case VDD                                                74.72 uV
Total power per unit cell area                                    252.7 mW/mm^2

JOB
------------------------------------------------------------------------------
Tool warnings                                                               32
Max-capacitance violation count                                              0

STATUS
------------------------------------------------------------------------------
Run status                                                           completed

CLOCK NETWORK
------------------------------------------------------------------------------
Post-cts hold buffer count                                                   0

MIN PATH
------------------------------------------------------------------------------
Kind of path behind the tightest hold check                          in -> out

path summary, 6_finish.rpt:
| check | from | end | slack [ns] | cells past startpoint |
|---|---|---|---|---|
| worst max-delay path | B[16] | Output[16] | 0.11 | 3 |
| worst min-delay path | A[28] | Output[28] | 0.77 | 3 |
tightest hold or removal path, cell delays in order:
cell	delay [ns]
sky130_fd_sc_hd__dlygate4sd2_1	0.18
sky130_fd_sc_hd__and2_1	0.10
sky130_fd_sc_hd__buf_2	0.09
per-layer routing:
metal  vias to the layer above  GRT usage  share of wire
li1                        288          -              -
met1                       226    0.04680           0.30
met2                        43     0.1172           0.52
met3                         0    0.04318           0.18
met4                         0          0              0
met5                         -          0              0
Yosys cell counts, drive strengths merged:
library cell,count,area share
and2,32,1.0
report_power, final:
part           switching (uW)  internal, uW
Clock                       0             0
Sequential                  0             0
Combinational            48.5           199
layout make-up:
cell class	instances	area (sq um)	area share
well taps	46	57.56	0.05867
repair buffers	96	720.7	0.7347
multi-input cells	32	202.7	0.2066
cell families after synthesis:
group / count (synthesis) / share of synthesized area
and+or+nand+nor: 32 / 1.000
through the flow:
| stage | hold WS (ns) | utilization | std cells |
|---|---|---|---|
| after floorplan | 0.4719 | - | 32 |
| after global placement | 1.322 | 0.3568 | 174 |
| after detailed placement | 1.317 | 0.3568 | 174 |
| after CTS | 0.7723 | 0.2872 | 174 |
| after global routing | 0.7833 | 0.2872 | 174 |
| final | 0.7655 | 0.2872 | 174 |
what timing repair did:
item | CTS | global route
endpoints found under the setup margin | 32 | 0
gates resized | 161 | 0
setup buffers | 0 | 0
Power and IR drop assume default switching activity.
