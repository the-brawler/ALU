File: flow/run.sh
#!/bin/bash
# OpenROAD 26Q1-2900-gdf79404cd8, Yosys 0.63+post, stock flow scripts
make -C /OpenROAD-flow-scripts/flow DESIGN_CONFIG=/design/flow/config.mk WORK_HOME=/design/flow/orfs finish
File: flow/config.mk
export PLATFORM = sky130hd
export DESIGN_NAME = OR
export DESIGN_NICKNAME = OR
export VERILOG_FILES = /design/flow/design.v
export SDC_FILE = /design/flow/constraint.sdc
export NUM_CORES = 4
export LEC_CHECK = 1
export CORE_AREA = 10 10 70 70
export DIE_AREA = 0 0 80 80
File: flow/constraint.sdc
current_design OR

set clk_period 1.0
set clk_io_pct 0.2

create_clock -name clk0 -period $clk_period

set non_clock_inputs [all_inputs -no_clocks]
set_input_delay [expr $clk_period * $clk_io_pct] -clock clk0 $non_clock_inputs
set_output_delay [expr $clk_period * $clk_io_pct] -clock clk0 [all_outputs]
File: flow/design.v
module OR(A, B, Output);
input[31:0]A;
input[31:0]B;
output reg[31:0]Output;
always@(A, B)
         Output = A | B;
endmodule
==> impl_metrics.tcl <==
# yosys + openroad results
set metrics [dict create \
    vias 556 \
    syn_avg_cell_area_um2 6.256 \
    hold_buffers 0 \
    p_switching_mw 0.04919 \
    yosysTopAreaCell "or2_1" \
    nClkBuffers 0 \
    comb_power_share 1.000 \
    powerDensity_nw_per_um2 250.0 \
    dr.pass1.iters 1 \
    core_um2 3416 \
    worstMarginPinSlew_ps 53.25 \
    die-area_um2 6400 \
    slew_violations 0 \
    grtUsageTotal 0.06188 \
    end_kind "output pin" \
    fillers 425 \
    topCellsByArea "or2_1" \
    vias_per_cell 3.195 \
    fin_tns_setup_ps 0 \
    initial_core_util 0.05861 \
    warning_count 32 \
    period_needed_ps 963.5 \
    cp.arrival_ps 760 \
    path_cells "dlygate4sd2_1 > or2_1 > buf_2" \
    worstPathRequired_ps 800 \
    dpl.hpwl_um 2126 \
    post-cts-setup-buffer-count 0 \
    synth_cell_types 1 \
    max_freq_ghz 1.038 \
    ys_chip_area_um2 200.2 \
    p_int_mw 0.1954 \
    slowest_delay_ps 220 \
    syn_inst 32 \
    grt_max_degree 2 \
    finish.utilization 0.2864 \
    row_count 21 \
    area_delta_synth_final_pct 388.7 \
    diodes 0 \
    finalCritPeriodShare 0.9635 \
    hold_path_depth 3 \
    wl_per_cell_um 12.50 \
    timing.final.hold_violations 0 \
    placed_area_um2 1219 \
    syn_area_um2 200.2 \
    drtIter0Drc 0 \
    slowest_stage "dlygate4sd2_1" \
    die_h_um 80 \
    hp-class "primary input to output pin" \
    rsz0062_at_grt "no" \
    path_class "primary input to output pin" \
    slew_headroom 0.9645 \
    setup_viol 0 \
    final-comb-area_um2 200.2 \
    fin_area_um2 978.4 \
    io_buffers 96 \
    cp-start-kind "primary input" \
    seq_area_um2 0 \
    yosys_warnings 1 \
    top_cells_by_count "or2_1" \
    yosysTopAreaCellShare 1.000 \
    ir_drop_mv 0.07578 \
    ys_cells 32 \
    run_status "complete, no violations" \
    wirelength_um 2175 \
    drive_gt1_frac 0.2500 \
    io_pins 96 \
    antenna_found_initial 0 \
    grt_overflow 0 \
    place.gp.congestion 0.7964 \
    synth_top_cell_by_count "or2_1" \
    cap_violations 0 \
    yosys.stat.seqShare 0 \
    grt_pass1_vias 665 \
    p_leak_nw 0.4951 \
    drcViolationCount 0 \
    grt_pass1_wl_um 3284 \
    ant_nets 0 \
    p_total_mw 0.2446 \
    seq_power_share 0 \
    clkPwrFrac 0 \
    sw_frac_of_total 0.2011 \
    flops 0 \
    critical_path.max_fanout 1 \
    fp.dieW_um 80 \
]
==> area by class of cell <==
class / count / share of cell area
multi-input combinational: 32 / 0.2046
tap: 46 / 0.05882
timing repair buffer: 96 / 0.7366
==> worst paths after layout <==
check | slack (ps) | end | from
worst max-delay path | 40 | Output[26] | A[26]
worst min-delay path | 740 | Output[9] | B[9]
==> metal layers <==
layer,GRT usage,part of all wire,vias to the layer above
met3,0.03750,0.16,0
met5,0,0,-
met1,0.05537,0.31,226
met2,0.1212,0.53,42
li1,-,-,288
met4,0,0,0
==> placed cells by master, fill, tap and decap left out <==
cell	synthesis	final
or2_1	32	32
buf_2	0	32
dlygate4sd2_1	0	64
==> per-stage QoR <==
step	worst slack, ps	std cells	hold WS, ps
after CTS	21.77	174	750.7
final	36.54	174	744.5
after global placement	-466.5	174	1389
after global routing	3.407	174	753.7
after detailed placement	-462.7	174	1387
after floorplan	419.2	32	450.3
==> power by group through the flow <==
| stage | clock, mW | combinational [mW] | sequential (mW) |
|---|---|---|---|
| final | 0 | 0.245 | 0 |
| after global routing | 0 | 0.274 | 0 |
| after CTS | 0 | 0.253 | 0 |
==> cells by family after synthesis <==
family           Yosys count  share of synthesized area
and+or+nand+nor           32                      1.000
==> critical path: cells and delay by family <==
| family | cells | cell delay, ps |
|---|---|---|
| buffers and inverters | 2 | 340 |
| AND/OR/NAND/NOR | 1 | 220 |
==> repair_timing <==
action	CTS	global route
pin swaps	32	1
gates cloned	0	0
setup endpoints to repair	32	1
resized	162	0
Power figures rest on the tool's default switching activity, not on a simulated workload.
