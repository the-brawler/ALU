==> design/flow/run.sh <==
#!/bin/bash
# OpenROAD 26Q1-2900-gdf79404cd8, Yosys 0.63+post, stock flow scripts
make -C /OpenROAD-flow-scripts/flow DESIGN_CONFIG=/design/flow/config.mk WORK_HOME=/design/flow/orfs finish
==> design/flow/config.mk <==
export PLATFORM = sky130hd
export DESIGN_NAME = MultiTest1
export DESIGN_NICKNAME = MultiTest1
export VERILOG_FILES = /design/flow/design.v
export SDC_FILE = /design/flow/constraint.sdc
export NUM_CORES = 4
export LEC_CHECK = 1
export CORE_UTILIZATION = 40
==> design/flow/constraint.sdc <==
current_design MultiTest1

set clk_period 31.8
set clk_io_pct 0.2

create_clock -name clk0 -period $clk_period

set non_clock_inputs [all_inputs -no_clocks]
set_input_delay [expr $clk_period * $clk_io_pct] -clock clk0 $non_clock_inputs
set_output_delay [expr $clk_period * $clk_io_pct] -clock clk0 [all_outputs]
==> design/flow/design.v <==
module MultiTest1(A,B,Output);
input [31:0] A;
input [31:0] B;
output [31:0] Output;
reg sgA;
reg sgB;
reg [7:0] expA1;
reg [23:0] manA1;
reg [7:0] expB1;
reg [23:0] manB1;
 reg [31:0] Output;
 reg sgO;
 wire [7:0] expO;
 wire [47:0] manO;
 wire [7:0] in_e;
 wire [47:0] in_m;
 wire [7:0] out_e;
 wire [47:0] out_m;
always @(*) begin
	sgA =A[31];
	expA1 = A[30:23];
	manA1 = {1'b1,A[22:0]};
	sgB =B[31];
	expB1 = B[30:23];
	manB1 = {1'b1,B[22:0]};
end
assign sgO= sgA^sgB;
BinaryAdder BA(
	.expA(expA1),
	.expB(expB1),
	.adduct(in_e)
);
multiplier_MANTISSA MM(
	.manA(manA1),
	.manB(manB1),
	.manO(in_m)
);
multinorm norm2
(
	.exp_in(in_e),
	.mantissa_in(in_m),
	.exp_out(out_e),
	.mantissa_out(out_m)
);
assign expO = out_e;
assign manO = out_m;
assign Output[31] = sgO;
assign Output[30:23] = expO;
assign Output[22:0] = manO[45:23];
endmodule
module fulladder(
input a,b,Cin,
output sum,Cout );
wire gate1, gate2, gate3;
xor(gate1,a,b);
xor(sum,gate1,Cin);
and(gate3,a,b);
and(gate2,gate1,Cin);
or(Cout,gate2,gate3);
endmodule
module halfadder(
input a,b,
output sum,Cout);
assign sum = a ^ b;
assign Cout = a & b;
endmodule
module BinaryAdder(expA,expB,adduct);
input [7:0] expA,expB;
output[7:0] adduct;
wire [7:0] r;
wire [7:0] sum1;
wire[7:0] carr;
wire [8:0] c1;
halfadder f0(.a(expA[0]),.b(expB[0]),.sum(sum1[0]),.Cout(carr[0]));
fulladder f1(.a(expA[1]),.b(expB[1]),.Cin(carr[0]),.sum(sum1[1]),.Cout(carr[1]));
fulladder f2(.a(expA[2]),.b(expB[2]),.Cin(carr[1]),.sum(sum1[2]),.Cout(carr[2]));
fulladder f3(.a(expA[3]),.b(expB[3]),.Cin(carr[2]),.sum(sum1[3]),.Cout(carr[3]));
fulladder f4(.a(expA[4]),.b(expB[4]),.Cin(carr[3]),.sum(sum1[4]),.Cout(carr[4]));
fulladder f5(.a(expA[5]),.b(expB[5]),.Cin(carr[4]),.sum(sum1[5]),.Cout(carr[5]));
fulladder f6(.a(expA[6]),.b(expB[6]),.Cin(carr[5]),.sum(sum1[6]),.Cout(carr[6]));
fulladder f7(.a(expA[7]),.b(expB[7]),.Cin(carr[6]),.sum(sum1[7]),.Cout(carr[7]));
assign c1={carr[7],sum1[7:0]};
assign adduct = c1 - 8'b01111111;
endmodule
module onesub(s,out,borrow_in,borrow_out);
input s,borrow_in;
output out,borrow_out;
reg out,borrow_out;
reg s1;
assign s1=s;
always@(*)
begin
s1 = s1-borrow_in;
out = s1-1;
if(s1 ==0) 
borrow_out =1;
else
borrow_out =0;
end
endmodule
module zerosub(s,out,borrow_in,borrow_out);
input s,borrow_in;
output out,borrow_out;
reg out,borrow_out;
reg s2;
assign s2=s;
always@(*)
begin
out = s2-0;
if(s2==1)
borrow_out =0;
end
endmodule
module subtractor(sum,d);
input [8:0]sum;
output [7:0] d;
wire borr[8:0];
wire p;
onesub T0 (.s(sum[0]),.out(d[0]),.borrow_in(1'b0),.borrow_out(borr[0]));
onesub T1 (.s(sum[1]),.out(d[1]),.borrow_in(borr[0]),.borrow_out(borr[1]));
onesub T2 (.s(sum[2]),.out(d[2]),.borrow_in(borr[1]),.borrow_out(borr[2]));
onesub T3 (.s(sum[3]),.out(d[3]),.borrow_in(borr[2]),.borrow_out(borr[3]));
onesub T4 (.s(sum[4]),.out(d[4]),.borrow_in(borr[3]),.borrow_out(borr[4]));
onesub T5 (.s(sum[5]),.out(d[5]),.borrow_in(borr[4]),.borrow_out(borr[5]));
onesub T6 (.s(sum[6]),.out(d[6]),.borrow_in(borr[5]),.borrow_out(borr[6]));
zerosub T7(.s(sum[7]),.out(d[7]),.borrow_in(borr[6]),.borrow_out(borr[7]));
zerosub T8(.s(sum[8]),.out(p),.borrow_in(borr[7]),.borrow_out(borr[8]));
endmodule
module multiplier_8bit(X,Y,Prod);
input [7:0]X,Y;
output [15:0]Prod;
assign Prod = X*Y;
endmodule
module multiplier_9bit(X,Y,Prod);
input [8:0]X,Y;
output [17:0]Prod;
assign Prod = X*Y;
endmodule
module multiplier_MANTISSA(manA,manB,manO);
input [23:0]manA,manB;
output [47:0]manO;
reg [7:0]A0,A1,A2,B0,B1,B2;
reg [8:0]AA0,AA1,AA2,BB0,BB1,BB2;
reg [7:0]C1,C2,C3,C4,C5,C6;
wire [15:0]G0,G1,G2;
wire [17:0]G3,G4,G5;
wire [15:0]H0,H1,H2;
assign A0 = manA[7:0];
assign A1 = manA[15:8];
assign A2 = manA[23:16];
assign B0 = manB[7:0];
assign B1 = manB[15:8];
assign B2 = manB[23:16]; 
multiplier_8bit M0(.X(A0),.Y(B0),.Prod(H0));
multiplier_8bit M1(.X(A1),.Y(B1),.Prod(H1));
multiplier_8bit M2(.X(A2),.Y(B2),.Prod(H2));
assign AA0 = A1 + A0;
assign AA1 = A2 + A0;
assign AA2 = A1 + A2;
assign BB0 = B1 + B0;
assign BB1 = B2 + B0;
assign BB2 = B1 + B2;
multiplier_9bit M3(.X(AA0),.Y(BB0),.Prod(G3));
multiplier_9bit M4(.X(AA1),.Y(BB1),.Prod(G4));
multiplier_9bit M5(.X(AA2),.Y(BB2),.Prod(G5));
assign G0 = G3 - H0 - H1;
assign G1 = G4 - H2 - H0;
assign G2 = G5 - H1 - H2;
assign manO = H2*(33'h2**32) + G2*(25'h2**24) + (G1+H1)*(17'h2**16) + G0*(9'h2**8) + H0;
endmodule 
module multinorm(exp_in,mantissa_in,exp_out,mantissa_out);
input [47:0] mantissa_in;
input [7:0] exp_in;
output [47:0] mantissa_out;
output [7:0] exp_out;
reg [47:0]manti;
reg [7:0]expo;
always @ ( * ) 
begin
if (mantissa_in[47:46] == 2'b01) 
begin
	expo = exp_in;
	manti = mantissa_in;
end 
else if(mantissa_in[47:45] == 3'b001)
begin
	expo = exp_in - 1;
	manti = mantissa_in << 1;
end 
else if(mantissa_in[47] == 1'b1)
begin
	expo = exp_in + 1;
	manti = mantissa_in >> 1;
end
end
assign exp_out = expo;
assign mantissa_out = manti;
endmodule
==> notes.md <==
Figures from the implementation reports.

- The detailed placement HPWL reads 48240 um.
- Multiplexer cells account for less than 1% of the synthesized area.
- The area share of and/or/nand/nor cells after synthesis is about 17%.
- The largest driver fanout on the critical path is 1.
- Per the OpenROAD timing report, the critical path contains 3 cells.
- The share of flip-flops with an asynchronous set or reset is 0%.
- The initial standard-cell utilization of the core reads slightly above 40%.
- The number of flops mapped to enable cells by yosys reads 0.
- The critical path's top delay family reads buffers and inverters.
- The xor/xnor share of the synthesized area is 8.630%.
- At the pin with the least slew margin, the transition time is about 1.1 ns.
- The total cell area reported by yosys after synthesis is about 22000 um^2.
- Per the post-synthesis report, the number of cells in the design is roughly 2.6k.
- The count of cells along the worst hold path is 3.
- The number of distinct library cell variants in the gate-level netlist after synthesis reads around 74.
- In the global route stage, met3 resource usage came out at under 10%.
- In the layout the commonest cells are sky130_fd_sc_hd__inv_1 (508), sky130_fd_sc_hd__ha_1 (383), sky130_fd_sc_hd__fa_1 (337).
- The total die size is 55490 um^2.
- The number of placement rows is between 80 and 90.
- The number of input and output port buffers inserted reads approximately 96.
- The synthesis log from Yosys contains 18 warnings.
- The required time of the critical path is around 25 ns.
- The number of logged tool warnings reads 33.
- between 60 and 70 endpoints have no timing constraint.
- The first detailed-routing pass ran for 7 iterations.
- The summed area of non-filler cells in the final layout is approximately 24000 um^2.
- Global routing used a little under a third of the available met1 tracks.
- Detailed routing inserted a total of 16.91k vias.
- The critical path's most frequent cell is sky130_fd_sc_hd__clkdlybuf4s50_1.
- The global-route track usage on met2 is between 30% and 40%.
- The number of antenna cells inserted is 0.
- The adder and majority gate portion of the synthesized area reads 52.88%.
- The final count of negative-setup-slack endpoints reads 0.
- STA classifies the critical path endpoint as an output port.
- The chip width is roughly 240 um.
- The ratio of cells with drive above 1 in the final layout reads about 2%.
- The combined global-route utilization of all metal layers is 21.42%.
- The final weighted congestion of routability-driven global placement reads a little over 0.9.
- The flow measured a signed area growth from synthesis to layout of 8.836%.
- The total grt overflow reads 0.
- The shortest clock period the worst path allows after layout is 13.81 ns.
- The final wirelength is approximately 54000 um.
- The initial antenna violation count is 1.
- The flow ran to the end, and the final reports show no timing, DRC or antenna violations.
- Per the detailed placement report, the placed cell area equals 23750 um^2.
- The wire length of the first global-routing pass is roughly 90000 um.
- The largest stage delay on the critical path is around 0.48 ns.
- The cell sequence reported for the critical path is clkdlybuf4s50_1 > xor2_1 > clkdlybuf4s50_1.
- Entering global routing, the biggest net connects 32 pins.
- The reported max-cap violation count is 0.
- Grouping non-sequential cells by family puts the most area in adder cells.
- The starting DRC count in detailed routing reads ~700.
- In the routed layout, each cell is associated on average with a via count of 5.004.
- Dividing the final minimum period by the clock period gives approximately 43%.
- The core utilization of the finished layout is between 40 and 50%.
- The per-cell routed wire length is ~16 um.
- The cell count in the Yosys report reads around 2.6k.
- The total negative slack for setup checks is 0 ns.
- Summing every instance area after synthesis gives 21820 um^2.
- The min-delay analysis places its worst path in the category input pin to output port.
- Per the timing report, the achievable frequency comes out to between 0.07 and 0.08 GHz.
- Data arrives at the worst endpoint at around 7.5 ns.
- Per the post-route antenna check, the number of violating nets is 0.
- The timer found 31 register pins that no clock reaches; their paths are not timed.
- The nature of the critical path startpoint is an input pin.
- Per the post-run analysis, buffers plus inverters along the critical path come to 2.
- The count of final max-slew check failures reads 0.
- In the final layout, the fill cell count is 5205.
- The dominant logic cell type in the layout reads sky130_fd_sc_hd__inv_1.
- The number of remaining DRC errors is 0.
- The most heavily used metal layer in global routing reads met2.
- The worst-case hold slack reads roughly 14 ns.
- Setup repair after global routing left no endpoint under its margin.
- The number of flip-flops and latches in the synthesized netlist is 31.
- The slowest library cell on the worst path is sky130_fd_sc_hd__clkdlybuf4s50_1.
- The number of top-level design ports is 96.
- The category of the most critical setup path reads input pin to output port.
- The core area is between 50000 and 60000 um^2.
- The count of hold-fix buffers inserted at cts is 0.
- The relative max-transition margin is 28.95%.
- The post-CTS resize count is 0.
- The main flop type reads sky130_fd_sc_hd__dlxtn_1.
- The via count of the first global-routing pass is around 17k.
- Per the post-synthesis stats, the area per cell is 8.445 um^2.
- The number of instances in the placed design is between 3k and 4k.
- The setup fix buffers added after clock tree synthesis reads 0.
- The share of synthesized cell area in and-or and or-and compound cells is 10.18%.
- The height of the chip is 235.6 um.
- The count of final hold-check violations is 0.
- The final report lists a non-filler cell total of ~3.4k.
registers in the layout, summed over array words and instances, names as in the netlist:
name	cells
norm2.manti	23
norm2.expo	8
path summary, 6_finish.rpt:
path                    endpoint   from  slack (ns)
worst max-delay path  Output[31]  A[31]       17.99
worst min-delay path  Output[31]  A[31]       13.65
cells in the mapped netlist, types with 9 or more instances:
master	number	area share (%)
sky130_fd_sc_hd__o41ai_1	11	0.44
sky130_fd_sc_hd__a21o_1	39	1.3
sky130_fd_sc_hd__dlxtn_1	31	2.1
sky130_fd_sc_hd__buf_2	10	0.23
sky130_fd_sc_hd__fa_1	337	31
sky130_fd_sc_hd__inv_1	508	8.7
sky130_fd_sc_hd__clkbuf_1	9	0.15
sky130_fd_sc_hd__nor2b_1	36	1.0
sky130_fd_sc_hd__and2_1	199	5.7
sky130_fd_sc_hd__ha_1	383	22
sky130_fd_sc_hd__xnor2_1	149	6.0
sky130_fd_sc_hd__nor3_1	26	0.60
sky130_fd_sc_hd__o21a_1	11	0.38
sky130_fd_sc_hd__nor2_1	144	2.5
sky130_fd_sc_hd__a31oi_1	12	0.34
sky130_fd_sc_hd__nand2_1	252	4.3
sky130_fd_sc_hd__a21oi_1	129	3.0
sky130_fd_sc_hd__nand3_1	19	0.44
sky130_fd_sc_hd__nand2b_1	18	0.52
sky130_fd_sc_hd__xor2_1	56	2.2
sky130_fd_sc_hd__o21ai_0	47	1.1
sky130_fd_sc_hd__o21bai_1	39	1.3
sky130_fd_sc_hd__a211oi_1	12	0.41
worst min-delay path: stages:
cell and delay (ns):
sky130_fd_sc_hd__clkdlybuf4s50_1 0.47, sky130_fd_sc_hd__xor2_1 0.06, sky130_fd_sc_hd__clkdlybuf4s50_1 0.41
stage by stage:
step	setup slack (ns)
CTS	17.99
detailed placement	17.98
floorplan	18.83
global route	17.96
finish	17.99
global placement	17.98
routing by layer:
| metal | vias up | share of wire (%) |
|---|---|---|
| li1 | 8423 | - |
| met3 | 47 | 8.1 |
| met1 | 8012 | 45 |
| met4 | 4 | 1.8 |
| met5 | - | 0.051 |
| met2 | 427 | 45 |
kinds of logic after synthesis:
| group | count (synthesis) |
|---|---|
| AND-OR/OR-AND | 348 |
| adder cells (fa/ha/maj) | 720 |
| latches | 31 |
| XOR/XNOR | 210 |
| buffers and inverters | 532 |
| AND/OR/NAND/NOR | 741 |
| multiplexers | 2 |
final cells by class:
class	count	area [um^2]	share of cell area [%]
multi-input cells	2021	19340	81.43
inverters	509	1911	8.045
repair buffers	123	1164	4.900
well taps	696	870.8	3.667
flip-flops and latches	31	465.4	1.960
